**/design/flow/config.mk**
```make
export PLATFORM = sky130hd
export DESIGN_NAME = login
export DESIGN_NICKNAME = login
export VERILOG_FILES = /design/flow/design.v
export SDC_FILE = /design/flow/constraint.sdc
export NUM_CORES = 4
export LEC_CHECK = 1
export CORE_UTILIZATION = 30
```
**/design/flow/constraint.sdc**
```tcl
current_design login

set clk_period 4.5
set clk_io_pct 0.2

create_clock -name clk0 -period $clk_period [get_ports {clk}]

set non_clock_inputs [all_inputs -no_clocks]
set_input_delay [expr $clk_period * $clk_io_pct] -clock clk0 $non_clock_inputs
set_output_delay [expr $clk_period * $clk_io_pct] -clock clk0 [all_outputs]
```
**/design/flow/design.v**
```verilog
`timescale 1ns / 1ps
module login(clk , rst, keypad, logout , pass_out, count_out, admin_out, lock_out , pass_rw, admin_rw, lock_rw, count_rw,
 addr, pass_in, count_in, admin_in, lock_in, movement , flag);
output movement , flag;
reg movement , flag;
input clk , rst , logout;
output pass_rw, admin_rw, lock_rw, count_rw;
output [12:1]addr;
output [16:1]pass_in;
output [4:1] count_in;
output admin_in, lock_in;
input [16:1]pass_out;
input [4:1] count_out;
input admin_out, lock_out;   
input [3:0] keypad;
parameter pad1 = 4'b0001 , pad2 = 4'b0010 
			,pad3 = 4'b0011 , pad4 = 4'b0100 
			,pad5 = 4'b0101 , pad6 = 4'b0110 
			,pad7 = 4'b0111 , pad8 = 4'b1000 
			,pad9 = 4'b1001 , pad0 = 4'b0000 
			,padS = 4'b1010 , padM = 4'b1011 , padK = 4'b1111;
parameter start = 6'b000000 , userS1 =6'b000001
				,user1 = 6'b000010 , user2 =6'b000011
				,user3 = 6'b000100, userS2=6'b000101
				,validUser = 6'b000110 
				,userPassM1 = 6'b000111 ,userPassS1 = 6'b001000  
				,userPass1 = 6'b001001 ,userPass2 = 6'b001010 , userPass3 = 6'b001011 , userPass4 = 6'b001100
				,userPassS2 = 6'b001101 , userPassM2 = 6'b001110  
				,adminPass1 = 6'b001111,  adminPass2 = 6'b010000 , adminPass3 = 6'b010001 , adminPass4 = 6'b010010  
				,adminPassS1 = 6'b010011 , adminPassM1 = 6'b010100
				,getUserS1 = 6'b010101 , getUser1 = 6'b010110 , getUser2 = 6'b010111 , getUser3 = 6'b011000  
				,validGetUser = 6'b111100  
				,delUserS1 = 6'b011001 , delUserM1 = 6'b011010  
				,addOrNew = 6'b011011  
				,newAdminS1 = 6'b011100 , delPrevAdmin1 = 6'b111001 , delPrevAdmin2 = 6'b111000  
				,addUserPass1 = 6'b011101 , addUserPass2 = 6'b011110 , addUserPass3 = 6'b011111 , addUserPass4 = 6'b100000  
				,addUserPassS1 = 6'b100001 , addUserPassM1 = 6'b100010  
				,warning = 6'b111111 , lock = 6'b111110 , counter = 6'b111100;
reg [5:0] state = start;
reg my_clk, my_rst , cs = 1, pass_rw =0, admin_rw =0, lock_rw =0, count_rw =0;
reg [12:1] addr = 12'b000000000001 , temp1, temp2 , temp3;
reg [16:1]pass_in , tempass2 , tempass1 , tempass3;
reg [4:1] count_in;
reg admin_in =0, lock_in =0;    
wire [16:1]pass_out;
wire[4:1] count_out;
wire admin_out, lock_out;  
	always @(posedge clk)
		if(rst==1) begin 
			state=start;
			movement = 1'b0;
		end
	else
		begin if(logout == 1'b1)
			begin
				movement = 1'b0; 
				flag = 1'b1;
			end
		case (state)
			warning:
				#5
				state = start;
			start: 
					begin
					pass_rw =0; admin_rw =0; lock_rw =0; count_rw =0;
					admin_in =0; lock_in =0; pass_in = 0; count_in = 0;
					if (keypad == padS)
						begin
						state = userS1;
						end
					else
						state = start;
					end
			userS1: if(keypad != padS && keypad != padM && keypad != padK)
						begin
						temp1[12:9] = keypad;
						state = user1;
						end
					else if (keypad == padK)
						state = userS1;
					else 
						state = warning;
			user1: if(keypad != padS && keypad != padM && keypad != padK)
						begin
						temp1[8:5] = keypad;
						state = user2;
						end
					else if (keypad == padK)
						state = user1;
					else
						state = warning;
			user2: if(keypad != padS && keypad != padM && keypad != padK)
						begin
						temp1[4:1] = keypad;
						addr = temp1;   
						state = user3;
						end
					else if (keypad == padK)
						state = user2;
					else
						state = warning;
			user3: if(keypad == padS)  
						begin
						if(lock_out == 0)
							state = validUser;
						else
							state = warning;
						end
					else if (keypad == padK)
						state =  user3;
					else
						state = warning;
			validUser: if(keypad == padM)  
						begin
						state = userPassM1;
						count_in = count_out;
						lock_in = 1'b0;
						count_rw = 1'b1;
						lock_rw = 1'b1;
						end
					else if(keypad == padS)
						state = warning;
					else if (keypad == padK)
						state = validUser;
					else 
						begin
						tempass2 [16:13] = keypad;
						state = adminPass1;
						end
			userPassM1: if(keypad == padS)
						begin
						state = userPassS1;
						end
						else if (keypad == padK)
						state = userPassM1;
					else
						state = warning;
			userPassS1: if(keypad != padS && keypad != padM && keypad != padK)
						begin
						tempass1 [16:13] = keypad;
						state = userPass1;
						end
						else if (keypad == padK)
						state = userPassM1;
					else
						state = warning;
			userPass1: if(keypad != padS && keypad != padM && keypad != padK)
						begin
						tempass1 [12:9] = keypad;
						state = userPass2;
						end
						else if (keypad == padK)
						state =  userPass1;
					else
						state = warning;
			userPass2: if(keypad != padS && keypad != padM && keypad != padK)
						begin
						tempass1 [8:5] = keypad;
						state = userPass3;
						end
						else if (keypad == padK)
						state = userPass2;
					else
						state = warning;
			userPass3: if(keypad != padS && keypad != padM && keypad != padK)
						begin
						tempass1 [4:1] = keypad;
						state = userPass4;
						end
					else if (keypad == padK)
						state = userPass3;
					else
						state = warning;
			userPass4: if(keypad == padS)  
						begin
						state = userPassS2;
						end
					else if (keypad == padK)
						state = userPass4;
					else
						state = warning;
			userPassS2: if(keypad == padM)  
						begin
							if(pass_out == tempass1)
								begin
									movement = 1'b1;
									flag = 1'b0;
									state = start;
								end 
							else
								begin
								if (count_in == 4'b0000)
									count_in = 4'b0001;
								else if (count_in == 4'b0001)
									count_in = 4'b0010;
								else if (count_in == 4'b0010)
									begin
									count_in = 4'b0000;
									lock_in = 1'b1;
									end
								state = warning;
								end
						end
					else if (keypad == padK)
						state = userPassS2;
					else
						state = warning;
			adminPass1: if(keypad != padS && keypad != padM && keypad != padK)
						begin
						tempass2 [12:9] = keypad;
						state = adminPass2;
						end
					else if (keypad == padK)
						state =  adminPass1;
					else
						state = warning;
			adminPass2: if(keypad != padS && keypad != padM && keypad != padK)
						begin
						tempass2 [8:5] = keypad;
						state = adminPass3;
						end
					else if (keypad == padK)
						state = adminPass2;
					else
						state = warning;
			adminPass3: if(keypad != padS && keypad != padM && keypad != padK)
						begin
						tempass2 [4:1] = keypad;
						state = adminPass4;
						end
					else if (keypad == padK)
						state = adminPass3;
					else
						state = warning;
			adminPass4: if(keypad == padS)  
						begin
						state = adminPassS1;
						end
					else if (keypad == padK)
						state = adminPass4;
					else
						state = warning;
			adminPassS1: if(admin_out == 1'b1 && tempass2 == pass_out && keypad == padM)  
						begin
						state = adminPassM1;
						end
					else if (keypad == padK)
						state = adminPassS1;
					else
						state = warning;	
			adminPassM1: if( keypad == padS)  
						begin
						state = getUserS1;
						end
					else if (keypad == padK)
						state = adminPassM1;
					else
						state = warning;	
			getUserS1: if(keypad != padS && keypad != padM && keypad != padK)
						begin
						temp2 [12:9] = keypad;
						state = getUser1;
						end
					else if (keypad == padK)
						state = getUserS1;
					else
						state = warning;
			getUser1: if(keypad != padS && keypad != padM && keypad != padK)
						begin
						temp2 [8:5] = keypad;
						state = getUser2;
						end
					else if (keypad == padK)
						state = getUser1;
					else
						state = warning;
			getUser2: if(keypad != padS && keypad != padM && keypad != padK)
						begin
						temp2 [4:1] = keypad;
						addr = temp2;
						state = validGetUser;
						end
					else if (keypad == padK)
						state = getUser2;
					else
						state = warning;
			getUser3: if(1)  
						begin
						state = validGetUser;
						end
					else if (keypad == padK)
						state = getUser3;
					else
						state = warning;
			validGetUser: if(keypad == padM)  
						begin
						admin_rw = 1'b1;
						state = addOrNew;
						end
					else if(keypad == padS)
						begin
						state = delUserS1;
						lock_rw = 1'b1;
						end
					else if (keypad == padK)
						state = validGetUser;
					else 
						state = warning;
			delUserS1: if(keypad == padM)  
						begin
						lock_in = 1'b1;
						state = start;
						end
					else if (keypad == padK)
						state = delUserS1;
					else
						state = warning;
			addOrNew: if(keypad == padM)  
						begin
						admin_in = 1'b1;
						state = delPrevAdmin1;
						end
					else if(keypad == padS)
						state = warning;
					else if (keypad == padK)
						state = addOrNew;
					else
						begin
						tempass3 [16:13] = keypad;
						state = addUserPass1;
						end
			delPrevAdmin1: begin admin_rw = 1'b0;
								addr = temp1;
								admin_in = 1'b0;
								state = delPrevAdmin2;
								end
			delPrevAdmin2: begin
								admin_rw = 1'b1;
								state = start;
								end
			addUserPass1: if(keypad != padS && keypad != padM && keypad != padK)
						begin
						tempass3 [12:9] = keypad;
						state = addUserPass2;
						end
					else if (keypad == padK)
						state = addUserPass1;
					else
						state = warning;
			addUserPass2: if(keypad != padS && keypad != padM && keypad != padK)
						begin
						tempass3 [8:5] = keypad;
						state = addUserPass3;
						end
					else if (keypad == padK)
						state = addUserPass2;
					else
						state = warning;
			addUserPass3: if(keypad != padS && keypad != padM && keypad != padK)
						begin
						tempass3 [4:1] = keypad;
						state = addUserPass4;
						end
					else if (keypad == padK)
						state = addUserPass3;
					else
						state = warning;
			addUserPass4: if(keypad == padS)  
						begin
						state = addUserPassS1;
						pass_rw = 1'b1;
						count_rw= 1'b1;
						lock_rw = 1'b1;
						end
					else if (keypad == padK)
						state = addUserPass4;
					else
						state = warning;
			addUserPassS1: if(keypad == padM)  
						begin
						pass_in = tempass3;
						lock_in = 1'b0;
						count_in = 4'b0000;
						state = start;
						end
					else if (keypad == padK)
						state = addUserPassS1;
					else
						state = warning;	
		endcase
		end
endmodule
```
**/design/flow/run.sh**
```bash
#!/bin/bash
# OpenROAD 26Q1-2900-gdf79404cd8, Yosys 0.63+post, stock flow scripts
make -C /OpenROAD-flow-scripts/flow DESIGN_CONFIG=/design/flow/config.mk WORK_HOME=/design/flow/orfs finish
```
==> Changelog: implementation <==
## Implementation

- DP Wirelength: 11.3 mm
- Die W: 142 um
- GPL Wtd Cong: 0.913
- Post-route antenna net violation count: 0
- Post-Syn Area: 5860 um2
- Ao+oa area frac: 12.4%
- Synth flops: 114
- Leakage: 2.39 nW
- Top cells by count: edfxtp_1, nor2_1, xnor2_1
- Clock sink count: 114
- WS Path Type: in2reg
- Critical Path AT: 3340 ps
- CP startpoint kind: input port
- Clock Path Buffers: 2
- Worst-Margin Slew: 786 ps
- Fp util: 31.0%
- GRT Resource Usage Total: 16.9%
- Routed len/inst: 18.4 um
- Crit path buf inv count: 2
- Post-synth seq share: 57.3%
- Crit end category: flop
- F_max: 304 MHz
- Logic family by area: simple AND/OR/NAND/NOR gates
- Ys async rst share: 0%
- Layout cells sized above 1: 10.8%
- Final hold vios: 0
- Std-Cell Rows: 50
- H-tree levels: 4
- Setup Buffers After CTS: 0
- Top cells by area: edfxtp_1, xnor2_1, nor2_1, dfxtp_1, and2_1
- Relative slew slack: 47.2%
- Initial antenna violation count: 0
- MUX share of area: 2.84%
- Clock root cell: clkbuf_16
- Worst Path Max Fanout: 16
- Via density: 5.22
- Resized Gates After CTS: 0
- CP max-delay cell: clkdlybuf4s50_1
- Critical-path cell list: clkdlybuf4s50_1 > buf_4 > and4b_1 > nor2_1 > o22a_1 > nor3_1
- Latency at later pin: 400 ps
- Clock skew: 8.44 ps
- Cycle use final: 73.2%
- DRT Wirelength: 15.7 mm
- Drc violations: 0
- Vias in the first global route: 4415
- CTS tree: yes
- IO Count: 69
- Port Buffer Count: 68
- Worst R2R Setup Slack: 1890 ps
- Yosys Instances: 509
- Post-cts hold-fix buffer tally: 0
- Peak supply drop: 0.252 mV
- Final Setup Violations: 0
- # diodes: 0
- TNS Setup: 0 ps
- Most frequent cell after synthesis: edfxtp_1
- Top delay family on crit path: buffers and inverters
- Initial DRC Count: 433
- Netlist cell types: 72
- Die area: 20100 um2
- Minimum clock period: 3290 ps
- Area growth from synthesis to layout: 27.1%
- Adder share: 0%
- First-pass GRT wire length: 24.9 mm
- Area fraction of the dominant cell type after synthesis: 54.9%
- Maximum Capacitance Violations: 0
- Drt first pass iters: 5
- CTS buffer count: 17
- Status: complete, no violations
- Unrepaired setup endpoints after global routing: no
- Biggest area consumer among synthesized cells: edfxtp_1
- Worst-path clk slew: 50 ps
- Crit-path max cell delay: 830 ps
- Pwr per Cell Area: 546 nW/um2
- DP Area: 6840 um2
- Simple-Gate Area Share: 19.2%
- Tool warnings: 25
- Largest net degree at the start of global routing: 49
- Hold crit path type: reg2reg
- GRT overflow: 0
- Mapped Cells: 509
- Die H: 142 um
- Flip-flops with a built-in enable: 107
- Max Slew Vio Count: 0
- Xor/xnor share: 5.09%
- Ys flop type: edfxtp_1
- Yosys chip area: 5860 um2
- Synthesis Warnings: 1
- Final Cell Area: 7440 um2
- Core box area: 18900 um2
- Vias: 4449
- Crit path DRT: 4540 ps
- Synth Area per Inst: 11.5 um2
where the power goes:
part	internal, W	switching [W]
clock	0.000920	0.000424
sequential	0.00130	0.0000606
combinational	0.000525	0.000834
total	0.00275	0.00132
state kept, by name, indices dropped and copies added, names as in the netlist, 4 cells and up:
register  cells
temp2         8
tempass1     16
tempass3     16
addr         12
temp1        12
pass_in      16
state         6
count_in      4
tempass2     16
cell type report:
class | instances | area (um2)
repair buffers | 87 | 823
clock inverters | 11 | 161
inverters | 6 | 22.5
clock buffers | 21 | 440
well taps | 260 | 325
fillers | 1815 | 11500
flip-flops and latches | 114 | 3350
multi-input cells | 353 | 2310
cell usage in the layout, fill, tap and decap left out, drive strengths merged, types with 4 or more instances in the layout:
master and count:
a211oi 4, xnor2 32, bufinv 4, nor4 9
o21ai 13, edfxtp 107, clkdlybuf4s50 68, o22ai 5
and4b 4, buf 19, nand3 19, nor3 21
nor4b 4, a31oi 5, nand4 13, a21o 5
nand3b 4, inv 6, nand2b 14, nor2b 6
mux2 13, clkbuf 21, nand2 26, nor2 45
dfxtp 7, clkinv 7, a21oi 23, a221oi 4
and2 21
worst reg2reg max path, stage by stage, from the launching register on:
cell	delay (ps)
dfxtp_1	490
buf_4	300
or4b_1	720
or4_1	480
a21oi_1	150
nand4b_1	170
nor2_1	80
a41oi_2	140
metrics by stage:
stage	setup WS [ps]	utilization, %	total power (W)	cells	hold slack, ps
2_1_floorplan	1720	-	0.00228	509	435
3_3_place_gp	851	36.2	0.00274	820	460
3_5_place_dp	819	36.2	0.00272	820	478
4_1_cts	1230	39.4	0.00408	852	485
5_1_grt	1040	39.4	0.00427	852	513
6_report	1210	39.4	0.00406	852	483
path summary, 6_finish.rpt:
check / start / end / depth (start not counted)
worst min register to register: movement$_SDFF_PP0_ / movement$_SDFF_PP0_ / 2
worst max-delay path: keypad[1] / count_in[3]$_DFFE_PP_ / 6
worst max register to register: state[4]$_SDFFE_PP0P_ / state[1]$_SDFFE_PP0P_ / 7
worst min-delay path: movement$_SDFF_PP0_ / movement$_SDFF_PP0_ / 2
cells by family (layout without fill, tap and decap cells):
family,count (synthesis),after routing
XOR/XNOR,34,34
buffers and inverters,42,125
flip-flops,114,114
AND-OR/OR-AND,101,101
multiplexers,15,15
AND/OR/NAND/NOR,203,203
metal layers:
layer / up-vias / routed length (um) / global-route usage [%]
li1: 2086 / - / -
met3: 33 / 1270 / 4.68
met4: 0 / 491 / 4.53
met2: 207 / 7120 / 25.5
met1: 2123 / 6820 / 24.8
met5: - / 0 / 0
Power figures rest on the tool's default switching activity, not on a simulated workload.
